===== ./config.mk =====
export PLATFORM = sky130hd
export DESIGN_NAME = async_gp_fifo
export DESIGN_NICKNAME = async_gp_fifo
export VERILOG_FILES = /design/flow/design.v
export SDC_FILE = /design/flow/constraint.sdc
export NUM_CORES = 4
export LEC_CHECK = 1
export CORE_AREA = 10 10 114 114
export DIE_AREA = 0 0 124 124
export SYNTH_HDL_FRONTEND = slang

===== ./constraint.sdc =====
current_design async_gp_fifo

set clk_period 1.9
set clk_io_pct 0.2

create_clock -name clk0 -period $clk_period [get_ports {rd_clk}]
create_clock -name clk1 -period $clk_period [get_ports {wr_clk}]

set non_clock_inputs [all_inputs -no_clocks]
set_input_delay [expr $clk_period * $clk_io_pct] -clock clk0 $non_clock_inputs
set_output_delay [expr $clk_period * $clk_io_pct] -clock clk0 [all_outputs]

===== ./design.v =====
module async_gp_fifo # (
  parameter SLOTS = 2,
  parameter WIDTH = 8
) (
  input                     wr_clk,
  input                     wr_arst,
  input                     wr_en,
  input   [WIDTH-1:0]       wr_data,
  output  logic             wr_full,
  input                     rd_clk,
  input                     rd_arst,
  input                     rd_en,
  output  logic [WIDTH-1:0] rd_data,
  output  logic             rd_empty
);
  typedef logic [$clog2(SLOTS):0] ptr_t;
  logic [SLOTS-1:0] [WIDTH-1:0] array_fifo_ff;
  ptr_t  w_wr_bin_ptr_ff, next_w_wr_bin_ptr;
  ptr_t  w_rd_gry_ptr_ff, w_rd_bin_ptr;  
  ptr_t  r_rd_bin_ptr_ff, next_r_rd_bin_ptr;
  ptr_t  r_wr_gry_ptr_ff;  
  ptr_t META_w_rd_gry_ff;
  ptr_t META_r_wr_gry_ff;
  function automatic ptr_t bin_to_gray (ptr_t input_bin);
    ptr_t value;
    value = (input_bin >> 1) ^ input_bin;
    return value;
  endfunction
  function automatic ptr_t gray_to_bin (ptr_t input_gray);
    ptr_t value;
    value = input_gray;
    for (int i=$clog2(SLOTS);i>0;i--)
      value[i-1] = value[i]^value[i-1];
    return value;
  endfunction
  always_comb begin : wr_pointer
    next_w_wr_bin_ptr = w_wr_bin_ptr_ff;
    w_rd_bin_ptr = gray_to_bin(w_rd_gry_ptr_ff);
    wr_full = (w_wr_bin_ptr_ff[$clog2(SLOTS)] == ~w_rd_bin_ptr[$clog2(SLOTS)]) &&
              (w_wr_bin_ptr_ff[$clog2(SLOTS)-1:0] == w_rd_bin_ptr[$clog2(SLOTS)-1:0]);
    if (wr_en && ~wr_full) begin
      next_w_wr_bin_ptr = w_wr_bin_ptr_ff + 'd1;
    end
  end
  always_ff @ (posedge wr_clk or posedge wr_arst) begin
    if (wr_arst) begin
      w_wr_bin_ptr_ff  <= ptr_t'(0);
      META_w_rd_gry_ff <= ptr_t'(0);
      w_rd_gry_ptr_ff  <= ptr_t'(0);
    end
    else begin
      w_wr_bin_ptr_ff  <= next_w_wr_bin_ptr;
      META_w_rd_gry_ff <= bin_to_gray(r_rd_bin_ptr_ff);
      w_rd_gry_ptr_ff  <= META_w_rd_gry_ff;
      if (wr_en && ~wr_full) begin
        array_fifo_ff[w_wr_bin_ptr_ff[$clog2(SLOTS)-1:0]] <= wr_data;
      end
    end
  end
  always_comb begin : rd_pointer
    next_r_rd_bin_ptr = r_rd_bin_ptr_ff;
    rd_empty = (bin_to_gray(r_rd_bin_ptr_ff) == r_wr_gry_ptr_ff);
    if (rd_en && ~rd_empty) begin
      next_r_rd_bin_ptr = r_rd_bin_ptr_ff + 'd1;
    end
    rd_data = array_fifo_ff[r_rd_bin_ptr_ff[$clog2(SLOTS)-1:0]];
  end
  always_ff @ (posedge rd_clk or posedge rd_arst) begin
    if (rd_arst) begin
      r_rd_bin_ptr_ff  <= ptr_t'(0);
      META_r_wr_gry_ff <= ptr_t'(0);
      r_wr_gry_ptr_ff  <= ptr_t'(0);
    end
    else begin
      r_rd_bin_ptr_ff  <= next_r_rd_bin_ptr;
      META_r_wr_gry_ff <= bin_to_gray(w_wr_bin_ptr_ff);
      r_wr_gry_ptr_ff  <= META_r_wr_gry_ff;
    end
  end
  initial begin
    illegal_fifo_slot : assert (2**$clog2(SLOTS) == SLOTS)
    else $error("ASYNC FIFO Slots must be power of 2");
    min_fifo_size_2 : assert (SLOTS >= 2)
    else $error("ASYNC FIFO size of SLOTS defined is illegal!");
  end
endmodule

===== ./run.sh =====
#!/bin/bash
# OpenROAD 26Q1-2900-gdf79404cd8, Yosys 0.63+post, stock flow scripts
make -C /OpenROAD-flow-scripts/flow DESIGN_CONFIG=/design/flow/config.mk WORK_HOME=/design/flow/orfs finish

==> ci_impl_report.md <==
## Synthesis and layout report

| Metric | Value |
|---|---|
| # fillers | 1131 |
| Vias in the first global route | 776 |
| Initial antenna violation count | 0 |
| Chip Area, Yosys | 1150 um^2 |
| Drt first-iter violations | 34 |
| Crit. Startpoint | r_rd_bin_ptr_ff[0]$_DFFE_PP0P_ |
| CP Class | reg -> out |
| Die Area | 15400 um^2 |
| Worst reg2reg startpoint | w_rd_gry_ptr_ff[1]$_DFF_PP0_ |
| Setup crit end kind | output port |
| # Cells Yosys | 81 |
| Non-Filler Instances | 255 |
| WL final | 2.59 mm |
| Synth top cell by count | edfxtp_1 |
| Critical path required time | 1.52 ns |
| Die Ht | 124 um |
| Placer Congestion | 0.740 |
| Core Box Area | 10400 um^2 |
| CTS tree | built |
| Syn Area/Cell | 14.2 um^2 |
| CP max FO | 4 |
| Peak supply drop | 303 uV |
| Met2 WL | 1.15 mm |
| Synthesized cell area | 1150 um^2 |
| Top cells by area | edfxtp_1, dfrtp_1, mux2_2 |
| Cell variety after synth | 25 |
| Row cnt | 37 |
| Max layer used | met4 |
| Outcome | completed |
| Io pins | 24 |
| DR WL/cell | 10.2 um |
| Top cells by count, synth | edfxtp_1, dfrtp_1, mux2_2 |
| Setup_tns | 0 ns |
| Worst setup SP type | flop |
| Tool Warnings | 27 |
| Drc violations | 0 |
| Post-synth EDFFs | 16 |
| Power consumption | 2400 uW |
| TritonRoute pass-1 iters | 4 |
| Clock transition at path regs | 0.03 ns |
| WP data arrival | 1.49 ns |
| RSZ-0062 raised after global routing | no |
| Seq share, synth | 68.0% |
| Init Core Util | 11.0% |
| Clock skew | 0.00597 ns |
| Final Hold Vio Count | 0 |
| Worst hold path type | reg -> reg |
| Leakage | 0.000697 uW |
| Logic area | 359 um^2 |
| M1 WL | 1.19 mm |
| First-pass GRT wire length | 3.87 mm |
| DIE WIDTH | 124 um |
| GRT overflow | 0 |
| Largest net degree at the start of global routing | 13 |
| Slew Limit Fails | 0 |
| Final Cell Area | 1760 um^2 |
| IO Port Bufs | 22 |
| DP HPWL | 2.01 mm |
| Layout area overhead | 53.4% |
| Ys Warns | 0 |
| Pwr/cell area | 1360 nW/um^2 |
| Clock sink count | 28 |
| Antenna viol nets, final | 0 |
| Post-Syn Instances | 81 |
| Rel. slew slack | 85.4% |
| Wire length on met3 | 175 um |
| # placed instances | 242 |
| Diodes inserted | 0 |
| Post-synth ARST share | 42.9% |
| GRT Total Usage | 3.23% |
| Storage cell area | 786 um^2 |
| Flops out of synthesis | 28 |
| Max-area cell share | 41.8% |
| Area leader, netlist | edfxtp_1 |
| DR vias/cell | 2.95 |
| Share of layout cells above drive strength 1 | 30.3% |
| Worst slew pin tran | 0.219 ns |
| Final setup vio count | 0 |
| HP Start | META_r_wr_gry_ff[0]$_DFF_PP0_ |
| Ys flop type | edfxtp_1 |
| Vias | 753 |
| DP Area | 1580 um^2 |
| Max-capacitance violation count | 0 |
-- path summary, 6_finish.rpt --
kind                                                   to  slack, ns  depth (start not counted)
setup / recovery                               rd_data[2]       0.03                          3
hold / removal               r_wr_gry_ptr_ff[0]$_DFF_PP0_       0.34                          0
setup reg to reg              array_fifo_ff[15]$_DFFE_PP_       0.41                          5
hold reg to reg              r_wr_gry_ptr_ff[0]$_DFF_PP0_       0.34                          0
max in group clk1              array_fifo_ff[2]$_DFFE_PP_       0.39                          4
max in group asynchronous  r_rd_bin_ptr_ff[0]$_DFFE_PP0P_       1.31                          2
min in group clk1            w_rd_gry_ptr_ff[1]$_DFF_PP0_       0.35                          0
min in group asynchronous  w_wr_bin_ptr_ff[0]$_DFFE_PP0P_       0.38                          2
-- layout make-up --
type	instances	area share (%)
clock inverter	1	0.213
clock buffer	6	4.69
tap	136	9.66
sequential	28	44.6
multi-input combinational	44	20.4
inverter	5	1.07
timing repair buffer	35	19.4
-- sequential cells by signal (all words and copies together) (netlist names) --
signal / count
r_wr_gry_ptr_ff: 2
META_w_rd_gry_ff: 2
array_fifo_ff: 16
w_rd_gry_ptr_ff: 2
META_r_wr_gry_ff: 2
w_wr_bin_ptr_ff: 2
r_rd_bin_ptr_ff: 2
-- stage by stage --
stage | setup slack [ns] | utilization (%) | hold slack, ns
3_5_place_dp | 0.0995 | 15.2 | 0.339
6_report | 0.0325 | 16.9 | 0.342
3_3_place_gp | 0.112 | 15.2 | 0.333
4_1_cts | -0.00190 | 16.6 | 0.343
2_1_floorplan | 0.151 | - | 0.171
5_1_grt | 0.00107 | 16.9 | 0.354
-- repair_timing --
| item | 4_1_cts | 5_1_grt |
|---|---|---|
| gates resized | 14 | 7 |
| hold buffers | 0 | 0 |
| setup endpoints to repair | 9 | 5 |
| pin swaps | 1 | 0 |
| endpoints found under the hold margin | 0 | 0 |
| buffers inserted | 4 | 2 |
-- cell usage in the layout (no fill, tap or decap), types with 2 or more instances in the layout --
cell type | Yosys | routed
edfxtp_1 | 16 | 16
clkdlybuf4s50_1 | 0 | 13
buf_4 | 0 | 10
dfrtp_1 | 12 | 8
nand2_1 | 7 | 7
o21ai_0 | 6 | 6
clkbuf_8 | 0 | 6
dlygate4sd2_1 | 0 | 5
inv_1 | 4 | 4
mux2_2 | 8 | 4
mux2_4 | 0 | 4
dlymetal6s2s_1 | 0 | 4
dfrtp_2 | 0 | 4
a31oi_1 | 3 | 3
nand3b_1 | 2 | 2
xor2_1 | 3 | 2
maj3_1 | 2 | 2
buf_6 | 0 | 2
-- per-layer routing --
| layer | vias to the layer above | GRT usage [%] |
|---|---|---|
| met5 | - | 0 |
| met3 | 4 | 1.33 |
| li1 | 366 | - |
| met4 | 0 | 1.15 |
| met2 | 27 | 4.83 |
| met1 | 356 | 4.15 |
-- critical path, stage by stage (launching register included) --
cell             delay (ns)
dfrtp_2                0.43
buf_6                  0.14
mux2_4                 0.29
clkdlybuf4s50_1        0.41
-- cells by family (layout without fill, tap and decap cells) --
group / Yosys count / after routing / share of synthesized area [%]
fa+ha+maj: 2 / 2 / 1.74
mux: 9 / 9 / 8.71
simple gates: 15 / 15 / 7.30
flops: 28 / 28 / 68.0
xor+xnor: 4 / 4 / 3.05
buf+inv: 9 / 47 / 3.38
compound gates: 14 / 14 / 7.84
-- power breakdown --
part	total, uW	switching, uW	internal (uW)
Clock	457	178	279
Sequential	967	128	838
Combinational	973	389	584
Power and IR drop assume default switching activity.
